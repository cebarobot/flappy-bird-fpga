File: ./run.sh
#!/bin/bash
# OpenROAD 26Q1-2900-gdf79404cd8, Yosys 0.63+post, stock flow scripts
make -C /OpenROAD-flow-scripts/flow DESIGN_CONFIG=/design/flow/config.mk WORK_HOME=/design/flow/orfs finish
File: ./config.mk
export PLATFORM = sky130hd
export DESIGN_NAME = graphic
export DESIGN_NICKNAME = graphic
export VERILOG_FILES = /design/flow/design.v
export SDC_FILE = /design/flow/constraint.sdc
export NUM_CORES = 4
export LEC_CHECK = 1
export CORE_AREA = 10 10 70 70
export DIE_AREA = 0 0 80 80
File: ./constraint.sdc
current_design graphic

set clk_period 2.1
set clk_io_pct 0.2

create_clock -name clk0 -period $clk_period

set non_clock_inputs [all_inputs -no_clocks]
set_input_delay [expr $clk_period * $clk_io_pct] -clock clk0 $non_clock_inputs
set_output_delay [expr $clk_period * $clk_io_pct] -clock clk0 [all_outputs]
File: ./design.v
module graphic (
    input  pix_clk,
    input  pix_rstn,
    input  [15:0] sx,
    input  [15:0] sy,
    input  button,
    output [7:0]  paint_r,
    output [7:0]  paint_g,
    output [7:0]  paint_b
);
wire in_squre;
assign in_squre = (sx > 220 && sx < 420) && (sy > 140 && sy < 340);
assign paint_r = in_squre && button ? 8'hFF : 8'h10;
assign paint_g = in_squre && button ? 8'hFF : 8'h30;
assign paint_b = in_squre && button ? 8'hFF : 8'h70;
endmodule
==> GITHUB_STEP_SUMMARY <==
## PnR job results

| Metric | Value |
|---|---|
| Flop count | 0 |
| Status | finished with violations |
| Remaining global-route overflow | 0 |
| Yosys stat cell total | 44 |
| # setup viols final | 15 |
| Post-route ant nets | 0 |
| Core outline area | 0.00342 mm2 |
| LEAKAGE | 0.364 nW |
| Pre-CTS setup slack | -0.699 ns |
| HP Start | sy[10] |
| Met1 Use GR | 0.0481 |
| Detailed-route DRC error count | 0 |
| Initial Utilization | 0.0905 |
| Cell taking the most area after synthesis | buf_4 |
| Sw power | 0.0246 mW |
| Sw Ratio | 0.352 |
| Crit. End Element | output pin |
| Final Max Tran Viols | 0 |
| Number of global-route vias before repair | 463 |
| RSZ-0062 raised after global routing | yes |
| Yosys Warn Count | 0 |
| Crit path max fanout | 3 |
| Total Power | 0.0699 mW |
| CTS Hold Bufs | 0 |
| Main area contributors | buf_4 56%, nor4_1 6.1%, a2111oi_2 4.9% |
| DR vias/cell | 3.27 |
| Pin count of the biggest net entering global routing | 6 |
| Met2 Track Usage GR | 0.0819 |
| Tool warning count | 37 |
| I/O pin cnt | 59 |
| Die extent in y | 80 um |
| Area grow syn2layout | 155% |
| DP Wirelength | 1410 um |
| IO buf count | 51 |
| Crit path time final | 2.20 ns |
| Routed WL | 1580 um |
| Gpl congestion | 0.666 |
| Critical Path Start | sy[2] |
| Syn Area/Cell | 7.02 um2 |
| Finished Cell Area | 788 um2 |
| Sequential cell area | 0 um2 |
| First-pass GRT wire length | 2300 um |
| N_diodes | 0 |
| Busiest grt layer | met2 |
| Logic pwr share | 1.000 |
| Crit path required time | 1.68 ns |
| VDD IR-drop max | 0.0000434 V |
| Failing checks | setup timing |
| Die X | 80 um |
| Layout clock buffer count | 0 |
| CP arrival | 1.78 ns |
| Initial antenna violation count | 0 |
| Final Util | 0.231 |
| Unique cell types | 17 |
| Worst Setup EP | paint_g[3] |
| Hold Path Class | in2out |
| Pre-antenna DRT Iters | 2 |
| Placed inst area | 766 um2 |
| Layout cell share with drive strength beyond 1 | 0.581 |
| Synth Instances | 44 |
| Grt met3 use | 0.0136 |
| P_int | 0.0453 mW |
| DR vias | 432 |
| Yosys chip area | 309 um2 |
| Final hold vios | 0 |
| Fmax | 455 MHz |
| 1st-iter DRT viols | 1 |
| Post-synth seq share | 0 |
| Die area | 0.00640 mm2 |
| Worst Slack Setup Final | -0.0985 ns |
| Power share of the clock group | 0 |
| Final period util | 1.05 |
| Max-cap violations | 0 |
| Yosys top cell area share | 0.559 |
| All-Layer GR Usage | 0.0432 |
| Worst hold slack | 1.30 ns |
| Crit Path Category | in2out |
| Hold path depth | 6 |
| Pwr/cell area | 88.7 mW/mm2 |
| Drt wl/cell | 12.0 um |
| Crit start category | input pin |
| Flop pwr share | 0 |
| Rows | 21 |
| Mapped Area | 309 um2 |
-- cells by family after synthesis --
logic type	count (synthesis)	synth area share
compound gates	9	0.235
buf+inv	23	0.559
simple gates	11	0.194
other cells	1	0.0121
-- final cells by class --
cell class	instances	area [um2]
fill	386	2630
timing repair buffer	60	523
tap	46	57.6
multi-input combinational	26	208
-- worst max-delay path: stages --
cell and delay, ns:
buf_6 0.09, o21a_1 0.17, o21ai_1 0.11, nand3b_1 0.13, a2111oi_4 0.41, buf_4 0.18, buf_6 0.09, buf_6 0.10
buf_6 0.08
-- power by group through the flow --
stage     combinational [mW]  sequential (mW)  clock (mW)
6_report              0.0699                0           0
4_1_cts               0.0701                0           0
5_1_grt               0.0761                0           0
-- through the flow --
stage,std cells,TNS [ns]
after CTS,133,-0.887
after global routing,132,-1.81
final,132,-0.611
after global placement,127,-12.14
after floorplan,49,-0.674
after detailed placement,127,-12.25
-- how the worst min path moves through the flow --
stage / to / slack, ns
after global routing: paint_g[7] / 1.34
final: paint_g[7] / 1.30
after CTS: paint_g[7] / 1.37
-- cells in the mapped netlist (2+ instances only) --
cell       n
buf_4     23
nor4_1     3
nor3_1     2
nand2_1    2
nand3b_1   2
-- cells in the final DEF (no fill, tap or decap), drive strengths merged --
cell type / count
a2111oi: 1
a21oi: 1
a31oi: 1
buf: 39
clkbuf: 2
clkdlybuf4s15: 6
conb: 6
dlygate4sd2: 13
nand2: 2
nand3: 1
nand3b: 2
nor2: 1
nor3: 2
nor4: 3
o211ai: 1
o21a: 1
o21ai: 2
o311ai: 1
o31a: 1
-- layer usage --
metal  share of wire  wire length (um)  vias up
met5               0                 0        -
met4               0                 0        0
met3           0.098               154        0
met2            0.52               828       27
met1            0.38               597      189
li1                -                 -      216
-- timing repair --
| item | CTS | global route |
|---|---|---|
| pin swaps | 16 | 4 |
| buffers inserted | 5 | 1 |
| resized | 152 | 9 |
| setup endpoints to repair | 18 | 18 |
| gates cloned | 1 | 0 |
Power figures rest on the tool's default switching activity, not on a simulated workload.
